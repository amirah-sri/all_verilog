## design/flow/run.sh

```bash
#!/bin/bash
# OpenROAD 26Q1-2900-gdf79404cd8, Yosys 0.63+post, stock flow scripts
make -C /OpenROAD-flow-scripts/flow DESIGN_CONFIG=/design/flow/config.mk WORK_HOME=/design/flow/orfs finish
```

## design/flow/config.mk

```make
export PLATFORM = sky130hd
export DESIGN_NAME = IHC
export DESIGN_NICKNAME = IHC
export VERILOG_FILES = /design/flow/design.v
export SDC_FILE = /design/flow/constraint.sdc
export NUM_CORES = 4
export LEC_CHECK = 1
export CORE_AREA = 10 10 86 86
export DIE_AREA = 0 0 96 96
```

## design/flow/constraint.sdc

```tcl
current_design IHC

set clk_period 3.9
set clk_io_pct 0.2

create_clock -name clk0 -period $clk_period

set non_clock_inputs [all_inputs -no_clocks]
set_input_delay [expr $clk_period * $clk_io_pct] -clock clk0 $non_clock_inputs
set_output_delay [expr $clk_period * $clk_io_pct] -clock clk0 [all_outputs]
```

## design/flow/design.v

```verilog
`timescale 1ns / 1ps
module IHC(
    input [31:0] data_in,
    output [38:0] data_out
);
    wire [31:0] D;
    wire P32, P33, P34, P35, P36, P37,P38;
    assign D = data_in;
    assign P32  = D[0] ^ D[1] ^ D[3] ^ D[4] ^ D[6] ^ D[8] ^ D[10] ^ D[11] ^ D[13] ^ D[15] ^ D[17] ^ D[19] ^ D[21] ^ D[23] ^ D[25] ^ D[26] ^ D[28] ^ D[30];
    assign P33  = D[2] ^ D[3] ^ D[5] ^ D[6] ^ D[9] ^ D[10] ^ D[12] ^ D[13] ^ D[16] ^ D[17] ^ D[20] ^ D[21] ^ D[24] ^ D[25] ^ D[27] ^ D[28] ^ D[31];
    assign P34  = D[1] ^ D[2] ^ D[3] ^ D[7] ^ D[8] ^ D[9] ^ D[10] ^ D[14] ^ D[15] ^ D[16] ^ D[17] ^ D[22] ^ D[23] ^ D[24] ^ D[25] ^ D[29] ^ D[30] ^ D[31];
    assign P35  = D[4] ^ D[5] ^ D[6] ^ D[7] ^ D[8] ^ D[9] ^ D[10] ^ D[18] ^ D[19] ^ D[20] ^ D[21] ^ D[22] ^ D[23] ^ D[24] ^ D[25];
    assign P36 = D[11] ^ D[12] ^ D[13] ^ D[14] ^ D[15] ^ D[16] ^ D[17] ^ D[18] ^ D[19] ^ D[20] ^ D[21] ^ D[22] ^ D[23] ^ D[24] ^ D[25];
    assign P37 = D[26] ^ D[27] ^ D[28] ^ D[29] ^ D[30] ^ D[31];
    assign P38= P32^P33^P34^P35^P36^P37;
    assign data_out = { P38,P37,P36,P35,P34,P33,P32,D[31:0] };
endmodule
```

==> Changelog: implementation <==
### Physical design

- Comb pwr share: roughly 100%
- Routed len/inst: 12.4 um
- RD Place Congestion: around 0.8
- Hold WC Path Type: in2out
- GRT Overall Usage: 5.68%
- Slew Viols, Final: 0
- Worst ir drop on vdd: 0.000429 V
- Top logic family: XOR/XNOR gates
- Reg power frac: 0%
- FFs & Latches: 0
- Vias in the first global route: between 800 and 900
- Tally of yosys warning messages: 0
- Die H: around 96 um
- Final setup viols: 0
- Post-synthesis cell count: 88
- Post-Syn Area: 955 sq um
- Post-route clock period utilization: 97.6%
- Tot Pwr: 0.746 mW
- Synth area leader: buf_4
- Drt pass-1 iters: 2
- Global-route wire length before repair: roughly 4.2 mm
- Worst endpoint data arrival time: 3.03 ns
- MUX share of area: 0%
- Post-layout util: 34.3%
- Average size of a mapped cell: 10.8 sq um
- CP required: approximately 3.1 ns
- Flop area: 0 sq um
- Post-synth seq share: 0%
- Share of layout cells above drive strength 1: a little under two fifths
- # IOs: between 70 and 80
- Top cells excl fill/tap: 53 x clkdlybuf4s50_1, 38 x buf_4, 14 x xnor2_1
- Clock network power share: 0%
- Finished Layout Cells: about 230
- Initial antenna violation count: 1
- Worst-Margin Slew: about 0.27 ns
- Crit Path Category: in2out
- Internal power: around 0.56 mW
- Unique cell types: 7
- Cts hold-fix bufs: 0
- CLK BUF: 0
- Min Hold Slack: around 2.1 ns
- DR iter-0 viols: 12
- Routed Antenna Nets: 0
- Outcome: finished, final reports clean
- Pwr dens: ~390 mW/mm^2
- Fillers: ~570
- Vias per cell: 3.28
- Final Hold Viols: 0
- Total gr overflow: 0
- Core ar.: 0.00554 sq mm
- Chip area: between 0.009 and 0.01 sq mm
- Commonest Layout Cell: clkdlybuf4s50_1
- Crit end category: output port
- Psw: between 0.15 and 0.2 mW
- Initial core utilization: 17.2%
- Synthesis area per yosys: 955 sq um
- Die Width: 96 um
- Logic cell area: ~800 sq um
- Detailed Place HPWL: between 2 and 3 mm
- DRC viols: 0
- Largest net degree at the start of global routing: 5
- Synth top area cells: buf_4 31%, xnor3_1 28%, xnor2_1 24%
- Detailed Route WL: 2.88 mm
- Row count: 27
- Final setup TNS: 0 ns
- Xor/xnor share: between 60% and 70%
- Adder-cell share of the synthesized area: 0%
- Synth-to-Final Area Change: 99.0%
- Simple share: 0%
- Top area contributor share: 30.7%
- Cell count listed in synth_stat.txt: 88
- CP startpoint kind: input port
- Relative slew slack: roughly four fifths
- Placed Cells: 222
- Area fraction in compound gates: 0%
- Max-cap violation count: 0
- Sw Ratio: between 20% and 30%
- Via Count: around 760
- Number of port buffers: 71
- Critical path peak fanout: 2
- Post-route minimum period: around 3.8 ns
- Peak Freq: approximately 260 MHz
- Log Warnings: 32
- P_leak: approximately 0.95 nW
-- final cells by class --
| class | count | share of cell area (%) |
|---|---|---|
| Tap cell | 72 | 4.74 |
| Multi-Input combinational cell | 49 | 42.1 |
| Timing Repair Buffer | 110 | 53.0 |
| Antenna cell | 1 | 0.132 |
-- cells in the mapped netlist --
cell	number
xor3_1	1
xnor3_2	3
buf_4	39
xnor3_1	12
xnor2_2	1
xnor2_1	26
xor2_1	6
-- layer usage --
metal	GRT usage, %	up-vias	routed length (um)
met4	0	0	0
met1	6.89	336	1070
met3	2.52	0	431
met2	9.70	37	1380
li1	-	388	-
met5	0	-	0
-- worst paths after layout --
check | startpoint | slack, ns | cells after the start | endpoint
max | data_in[6] | 0.09 | 7 | data_out[32]
min | data_in[18] | 2.11 | 2 | data_out[18]
-- cells by family (layout without fill, tap and decap cells) --
family,after synthesis,in the layout
XOR/XNOR,49,49
buffers and inverters,39,110
other,0,1
-- through the flow --
stage / setup slack [ns] / area [sq um]
final: 0.0930 / 1900
after global routing: -0.00825 / 1900
after CTS: 0.00485 / 1820
after detailed placement: -0.300 / 1690
after global placement: -0.325 / 1690
after floorplan: 0.621 / 955
-- worst max-delay path, stage by stage --
cell and delay, ns:
clkdlybuf4s50_1 0.50, xnor3_2 0.35, xnor3_2 0.45, xnor2_4 0.17, buf_4 0.14, xnor2_1 0.14, clkdlybuf4s50_1 0.50
-- repair_timing --
action,in CTS,in global routing
gates resized,27,11
setup buffers,5,4
setup endpoints to repair,2,1
pin swaps,15,15
-- power by group through the flow --
| stage | clock network [mW] | logic (mW) | registers, mW |
|---|---|---|---|
| CTS | 0 | 0.733 | 0 |
| global route | 0.0000000343 | 0.809 | 0 |
| finish | 0.0000000343 | 0.746 | 0 |
Power figures rest on the tool's default switching activity, not on a simulated workload.
