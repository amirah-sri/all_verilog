<file path="./config.mk">
export PLATFORM = sky130hd
export DESIGN_NAME = THC
export DESIGN_NICKNAME = THC
export VERILOG_FILES = /design/flow/design.v
export SDC_FILE = /design/flow/constraint.sdc
export NUM_CORES = 4
export LEC_CHECK = 1
export CORE_AREA = 10 10 84 84
export DIE_AREA = 0 0 94 94
</file>
<file path="./constraint.sdc">
current_design THC

set clk_period 2.4
set clk_io_pct 0.2

create_clock -name clk0 -period $clk_period

set non_clock_inputs [all_inputs -no_clocks]
set_input_delay [expr $clk_period * $clk_io_pct] -clock clk0 $non_clock_inputs
set_output_delay [expr $clk_period * $clk_io_pct] -clock clk0 [all_outputs]
</file>
<file path="./design.v">
`timescale 1ns / 1ps
module THC(
    input [31:0] data_in,
    output [37:0] data_out
);
    wire [31:0] D;
    wire P1, P2, P4, P8, P16, P32;
    assign D = data_in;
    assign P1  = D[0] ^ D[1] ^ D[3] ^ D[4] ^ D[6] ^ D[8] ^ D[10] ^ D[11] ^ D[13] ^ D[15] ^ D[17] ^ D[19] ^ D[21] ^ D[23] ^ D[25] ^ D[26] ^ D[28] ^ D[30];
    assign P2  = D[2] ^ D[3] ^ D[5] ^ D[6] ^ D[9] ^ D[10] ^ D[12] ^ D[13] ^ D[16] ^ D[17] ^ D[20] ^ D[21] ^ D[24] ^ D[25] ^ D[27] ^ D[28] ^ D[31];
    assign P4  = D[1] ^ D[2] ^ D[3] ^ D[7] ^ D[8] ^ D[9] ^ D[10] ^ D[14] ^ D[15] ^ D[16] ^ D[17] ^ D[22] ^ D[23] ^ D[24] ^ D[25] ^ D[29] ^ D[30] ^ D[31];
    assign P8  = D[4] ^ D[5] ^ D[6] ^ D[7] ^ D[8] ^ D[9] ^ D[10] ^ D[18] ^ D[19] ^ D[20] ^ D[21] ^ D[22] ^ D[23] ^ D[24] ^ D[25];
    assign P16 = D[11] ^ D[12] ^ D[13] ^ D[14] ^ D[15] ^ D[16] ^ D[17] ^ D[18] ^ D[19] ^ D[20] ^ D[21] ^ D[22] ^ D[23] ^ D[24] ^ D[25];
    assign P32 = D[26] ^ D[27] ^ D[28] ^ D[29] ^ D[30] ^ D[31];
    assign data_out = { D[31:26],P32, D[25:11], P16, D[10:4], P8, D[3:1], P4, D[0], P2, P1 };
endmodule
</file>
<file path="./run.sh">
#!/bin/bash
# OpenROAD 26Q1-2900-gdf79404cd8, Yosys 0.63+post, stock flow scripts
make -C /OpenROAD-flow-scripts/flow DESIGN_CONFIG=/design/flow/config.mk WORK_HOME=/design/flow/orfs finish
</file>
==> qor.txt <==
run status = finished clean
crit path DRT = 1920 ps
Tot Pwr = 0.596 mW
antenna-violating nets left = 0
fp util = 16.5%
Final Wtd Congestion = 0.741
Ant. Diodes = 0
Synth Seq Share = 0%
kind of critical path = input pin to output pin
Slew headroom = 83.6%
final tally of setup violations = 0
Final Hold Vio Count = 0
Ports = 70
yosys synthesis chip area = 858 µm²
min-delay src = data_in[8]
remaining design rule violation count = 0
Starting DRT DRC Count = 7
Least-Margin Pin Slew = 244 ps
Die Y = 94 µm
register area = 0 µm²
layout cells sized above 1 = 39.6%
unrepaired setup endpoints after global routing = no
Distinct cells, synth = 6
max-cap violations = 0
Area Overhead vs Synth = 93.4%
final cell count without fillers = 214
first-pass GRT wire length = 3970 µm
P per Cell Area = 359 nW/µm²
Max Freq = 430 MHz
Max VDD drop = 0.154 mV
LEAKAGE = 0.762 nW
crit-path max FO = 3
Period minus WS final = 2320 ps
final design utilization = 31.9%
tool warnings = 32
dpl ws = -632 ps
Fillers = 551
initial antenna violation count = 0
DP Cell Count = 207
DP Wirelength = 2370 µm
Critical Path Source Type = input pin
Setup crit end kind = output pin
site row count = 26
# port buffers = 70
area of the core = 5200 µm²
WL per Instance = 12.0 µm
final WL = 2580 µm
# clk buffers = 0
vias in the first global route = 782
Synth Cell Area = 858 µm²
fin crit share = 96.9%
routed vias = 655
flip-flops = 0
setup ws final = 75.5 ps
largest net degree at the start of global routing = 4
WHS Path Cells = 2
chip area = 8840 µm²
GRT Total Usage = 5.69%
Hold Path End = data_out[12]
gate count of the mapped netlist = 89
cell count in the Yosys report = 89
Ys Warns = 0
critical path arrival = 1840 ps
Avg Synthesized Cell Area = 9.64 µm²
total global routing overflow = 0
Logic cell area = 751 µm²
Die X = 94 µm
minimum hold slack = 1480 ps
Worst Hold Class = input pin to output pin
Post-CTS Hold Fix Bufs = 0
final slew viol count = 0
router iterations before antenna repair = 2
Vias/cell = 3.06
[metal layers]
layer / share of wire, % / global-route usage, % / vias to the layer above
li1: - / - / 347
met1: 41 / 7.01 / 275
met2: 49 / 9.91 / 33
met3: 11 / 2.02 / 0
met4: 0 / 0 / 0
met5: 0 / 0 / -
[worst max path at each step]
stage / from / end / slack, ps / cells past startpoint
after CTS: data_in[20] / data_out[1] / 9 / 7
after global routing: data_in[15] / data_out[3] / 1 / 7
final: data_in[6] / data_out[0] / 80 / 6
[stage by stage]
stage | area, µm² | setup TNS, ps
after CTS | 1670 | 0
final | 1660 | 0
after floorplan | 858 | 0
after global routing | 1660 | 0
after global placement | 1480 | -2930
after detailed placement | 1480 | -2910
[cells by family (layout without fill, tap and decap cells)]
family	count (synthesis)	after routing	share of synthesized area, %
XOR/XNOR	51	51	66.8
buffers and inverters	38	93	33.2
[what timing repair did]
item,in CTS,in global routing
buffers inserted,8,0
pin swaps,27,16
endpoints found under the hold margin,0,0
gates resized,75,12
endpoints found under the setup margin,6,5
[worst max-delay path: stages]
cell	delay, ps
dlygate4sd2_1	300
xnor2_2	170
xnor2_2	150
xnor2_2	200
xnor3_1	420
clkbuf_2	110
[final cells by class]
type,instances,share of cell area [%]
timing repair buffer,93,49.5
tap,70,5.28
multi-input combinational,51,45.2
[Yosys cell counts]
cell     instances  share of area (%)
xnor2_1         32                 33
xnor2_2          3                5.7
xor2_2           1                1.9
buf_4           38                 33
xor2_1           8                8.2
xnor3_1          7                 18
[power breakdown]
| group | internal (mW) | switching [mW] |
|---|---|---|
| clock | 0 | 0 |
| combinational | 0.395 | 0.201 |
| sequential | 0 | 0 |
| total | 0.395 | 0.201 |
[cell usage in the layout, fill, tap and decap left out]
cell             instances
xnor3_1                  6
buf_4                   21
xnor2_1                 19
clkdlybuf4s15_1          3
buf_2                    4
xnor3_2                  1
clkdlybuf4s15_2          2
clkbuf_2                 4
xor2_1                   2
dlygate4sd2_1           21
buf_6                    2
dlymetal6s2s_1           2
xnor2_4                  3
clkdlybuf4s50_1         34
xnor2_2                 13
xor2_2                   7
Power is estimated from default activity; no workload was simulated.
