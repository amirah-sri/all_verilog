==> design.v <==
`timescale 1ns / 1ps
module new_descrambler(
    input clk,
    input rst,
    input scrambled_in,
    input enable,
    output  descrambled_out,
    output reg [14:0] ddout
);
 wire AND_OUT;
    always@ (posedge clk or posedge rst) begin
        if (rst) begin
          ddout<=15'b1010_1111_1100_101;
         end  
        else 
        begin
            ddout[0] <= ddout[14] ^ ddout[13]; 
            ddout[1] <= ddout[0];
            ddout[2] <= ddout[1];
            ddout[3] <= ddout[2];
            ddout[4] <= ddout[3];
            ddout[5] <= ddout[4];
            ddout[6] <= ddout[5];
            ddout[7] <= ddout[6];
            ddout[8] <= ddout[7];
            ddout[9] <= ddout[8];
            ddout[10] <= ddout[9];
            ddout[11] <= ddout[10];
            ddout[12] <= ddout[11];
            ddout[13] <= ddout[12];
            ddout[14] <= ddout[13];
        end
        end
        assign AND_OUT = ddout[0] & enable;
        assign descrambled_out = AND_OUT ^ scrambled_in;
endmodule
`timescale 1ns / 1ps
module new_scrambler(
    input clk,
    input rst,
    input enable,
    input serial_in,
    output scrambled_out,
    output reg [14:0] sdout
);
 wire AND_OUT;
    always@ (posedge clk ) 
        begin
        if (rst ) 
          begin
          sdout<=15'b1010_1111_1100_101;
          end  
        else 
        begin
            sdout[0] <= sdout[14] ^ sdout[13]; 
            sdout[1] <= sdout[0];
            sdout[2] <= sdout[1];
            sdout[3] <= sdout[2];
            sdout[4] <= sdout[3];
            sdout[5] <= sdout[4];
            sdout[6] <= sdout[5];
            sdout[7] <= sdout[6];
            sdout[8] <= sdout[7];
            sdout[9] <= sdout[8];
            sdout[10] <= sdout[9];
            sdout[11] <= sdout[10];
            sdout[12] <= sdout[11];
            sdout[13] <= sdout[12];
            sdout[14] <= sdout[13];
        end
        end
        assign AND_OUT = sdout[0] & enable;
        assign scrambled_out = AND_OUT ^ serial_in;
endmodule
`timescale 1ns / 1ps
module integrated_scrambler_descrambler (
    input  clk,
    input  rst,
    input  enable,
    input  serial_in,
    output  scrambled_out,
    output  descrambled_out,
    output  sdout,
    output  ddout
);
    wire internal;
    new_scrambler u1 (
        .clk(clk),
        .rst(rst),
        .enable(enable),
        .serial_in(serial_in),
        .scrambled_out(internal),
        .sdout(sdout)
    );
    new_descrambler u2 (
        .clk(clk),
        .rst(rst),
        .enable(enable),
        .scrambled_in(internal),
        .descrambled_out(descrambled_out),
        .ddout(ddout)
    );
    assign scrambled_out = internal;
endmodule
==> run.sh <==
#!/bin/bash
# OpenROAD 26Q1-2900-gdf79404cd8, Yosys 0.63+post, stock flow scripts
make -C /OpenROAD-flow-scripts/flow DESIGN_CONFIG=/design/flow/config.mk WORK_HOME=/design/flow/orfs finish
==> config.mk <==
export PLATFORM = sky130hd
export DESIGN_NAME = integrated_scrambler_descrambler
export DESIGN_NICKNAME = integrated_scrambler_descrambler
export VERILOG_FILES = /design/flow/design.v
export SDC_FILE = /design/flow/constraint.sdc
export NUM_CORES = 4
export LEC_CHECK = 1
export CORE_AREA = 10 10 84 84
export DIE_AREA = 0 0 94 94
==> constraint.sdc <==
current_design integrated_scrambler_descrambler

set clk_period 1.4
set clk_io_pct 0.2

create_clock -name clk0 -period $clk_period [get_ports {clk}]

set non_clock_inputs [all_inputs -no_clocks]
set_input_delay [expr $clk_period * $clk_io_pct] -clock clk0 $non_clock_inputs
set_output_delay [expr $clk_period * $clk_io_pct] -clock clk0 [all_outputs]
==> metrics.json <==
{
  "setup_path": {
    "crit_arrival_ps": 1240,
    "critical_path.cell_chain": "xor2_1, nand2_1, xnor2_1, buf_2",
    "cp_max_fo": 2,
    "critPathLaunchType": "flip-flop",
    "worst_ep_required_time_ps": 1120,
    "category_of_the_critical_setup_timing_path": "reg2out",
    "crit_path_max_incr_delay_ps": 530,
    "cpMaxStageDelayCell": "dfstp_2",
    "cp-end-kind": "primary output"
  },
  "final_timing": {
    "worst_slack_setup_final_ps": -122,
    "skew_ps": 3.37,
    "layout_worst_path_cycle_share": 1.09,
    "max_slew_margin": 0.888,
    "max_freq_mhz": 657,
    "setup-violations-final": 1,
    "timing_hold_violations_final": 0,
    "rsz0062_at_grt": "true",
    "worst_slew_pin_slew_ps": 168,
    "fin_crit_ps": 1520,
    "final_count_of_pins_violating_max_slew": 0
  },
  "power_and_ir_drop": {
    "p_int_mw": 1.28,
    "power.share.sequential": 0.565,
    "share_clk_of_total_power": 0.391,
    "report.power.total_mw": 1.59,
    "p_leak_nw": 0.466,
    "p_per_cell_area_nw_per_um2": 1430,
    "p_sw_frac": 0.192,
    "switching_power_mw": 0.304,
    "peakVddDrop_mv": 0.844,
    "combinationalPowerShare": 0.044
  },
  "die": {
    "dieArea_um2": 8840,
    "design.core.area_um2": 5200,
    "fp_util": 0.162,
    "chipWidth_um": 94,
    "core.rowCount": 26,
    "chipHeight_um": 94,
    "num_io_pins": 8
  },
  "global_route": {
    "first_global_vias": 416,
    "antenna_found_initial": 0,
    "grt_first_pass_wirelength_mm": 1.93,
    "globalRoute.totalOverflow": 0,
    "gr-usage-met3": 0.0162,
    "gr-max-usage-layer": "met1",
    "grt_max_degree": 16,
    "global_routing_usage_on_met2": 0.0340,
    "gr-usage-all-layers": 0.0268,
    "gr-usage-met1": 0.0376
  },
  "clock_tree": {
    "clk-insertion-delay-late_ps": 270,
    "max-clock-path-buffers": 2,
    "numCtsBuffers": 5,
    "clkSinkCount": 30,
    "ctsHtreeMaxLevel": 2,
    "clkTransAtPathRegs_ps": 60,
    "clock_tree_from_tritoncts": "built",
    "cts.root.buffer_cell": "clkbuf_8",
    "post_cts_hold_buffer_count": 0
  },
  "flow_run": {
    "cap_violations": 0,
    "warning_count": 27
  },
  "synth": {
    "yosys-stat-cells": 54,
    "area_leaders": "dfxtp_1 (36%), dfstp_2 (31%), dfrtp_1 (15%)",
    "enable_flop_cells": 0,
    "post-synth-top-area-fraction": 0.355,
    "synthDistinctLibCells": 10,
    "synthesis.instances": 54,
    "ys.warnings.count": 4,
    "synth_area_um2": 846,
    "synth_top_flop_cell": "dfxtp_1",
    "syn-mean-instance-area_um2": 15.7,
    "synth_chip_area_um2": 846,
    "top_cells_by_count": "dfxtp_1 (15), dfstp_2 (10), or2_1 (9)",
    "synth-seq-area-share": 0.814,
    "synthMostInstantiatedCell": "dfxtp_1",
    "numSynthFlops": 30,
    "synth_area_leader_cell": "dfxtp_1",
    "synth_async_sr_flop_share": 0.500
  },
  "route": {
    "post_drt_wl_per_cell_um": 7.60,
    "vias_per_cell": 2.71,
    "detail_route.antenna_diodes": 0,
    "dr_total_vias": 388,
    "detail_route.wirelength_mm": 1.09,
    "ant_nets": 0,
    "first_pass_iters": 3,
    "post-route-drc-count": 0,
    "initialDrtViolationCount": 7
  },
  "place": {
    "place.detailed.hpwl_um": 673,
    "place_congestion": 0.705,
    "detailedPlace.worstSlack_ps": -339,
    "port_buffers": 7,
    "placed_cell_area_um2": 1020
  },
  "final_layout": {
    "area.growth.synth_to_final_pct": 30.9,
    "nFillCells": 565,
    "final-seq-area_um2": 689,
    "postLayoutCellArea_um2": 1110,
    "multi_input_comb_area_um2": 143,
    "drive_gt1_frac": 0.342
  },
  "run_status": {
    "violated_checks": "negative setup slack",
    "outcome": "finished with violations"
  },
  "worst_hold_path": {
    "min_path_type": "reg2reg"
  }
}
logic make-up (layout without fill, tap and decap cells):
logic type,Yosys count,after routing,share of synthesized area
xor gates and xnor gates,5,5,0.0518
and+or+nand+nor,17,17,0.117
buffers and inverters,2,21,0.0177
DFF,30,30,0.814
cells in the final DEF (no fill, tap or decap), types with 3 or more instances in the layout:
cell type	count
clkbuf_8	5
buf_4	3
dfxtp_1	14
dfrtp_1	5
nand2_1	3
nor2b_1	5
or2_1	9
xnor2_1	3
dfstp_2	10
clkbuf_1	3
timing repair:
action,in CTS,in global routing
resized,7,8
setup buffers,0,1
setup endpoints to repair,4,4
pin swaps,1,1
gates cloned,0,0
metal layers:
| metal | part of all wire | up-vias | wire length (µm) |
|---|---|---|---|
| li1 | - | 196 | - |
| met1 | 0.52 | 182 | 561 |
| met2 | 0.40 | 8 | 440 |
| met3 | 0.062 | 2 | 67 |
| met4 | 0.017 | 0 | 18 |
| met5 | 0 | - | 0 |
sequential cells by signal, indices dropped and copies added (netlist names):
register / flops
u1.sdout: 15
u2.ddout: 15
worst paths after layout:
path,cells after the start,end,start,slack [ps]
worst min register to register,0,u2.ddout[2],u2.ddout[1],350
max in group asynchronous,4,u2.ddout[0],rst,680
worst max-delay path,4,descrambled_out,u2.ddout[0],-120
min in group asynchronous,4,u2.ddout[4],rst,490
worst max register to register,2,u2.ddout[1],u2.ddout[0],630
worst min-delay path,0,u2.ddout[2],u2.ddout[1],350
metrics by stage:
stage / TNS (ps) / instances / hold slack, ps / util
CTS: -291 / 142 / 355 / 0.210
floorplan: 0 / 54 / 217 / -
global placement: -619 / 134 / 344 / 0.196
global route: -227 / 143 / 364 / 0.213
finish: -122 / 143 / 355 / 0.213
detailed placement: -672 / 134 / 338 / 0.196
worst max-delay path, delay by kind of cell (launching register included):
| family | cells | cell delay [ps] |
|---|---|---|
| xor+xnor | 2 | 250 |
| simple gates | 1 | 80 |
| flops | 1 | 530 |
| buf+inv | 1 | 110 |
power by group through the flow:
| stage | Combinational, mW | Sequential [mW] | Clock, mW |
|---|---|---|---|
| 4_1_cts | 0.0736 | 0.895 | 0.639 |
| 5_1_grt | 0.0795 | 0.899 | 0.676 |
| 6_report | 0.0697 | 0.896 | 0.620 |
final cells by class:
cell class | count | share of cell area
sequential | 30 | 0.623
multi-input combinational | 22 | 0.129
timing repair buffer | 12 | 0.0938
tap | 70 | 0.0791
clock buffer | 8 | 0.0723
inverter | 1 | 0.00339
Power and IR drop assume default switching activity.
